--- design/flow/run.sh ---
#!/bin/bash
# OpenROAD 26Q1-2900-gdf79404cd8, Yosys 0.63+post, stock flow scripts
make -C /OpenROAD-flow-scripts/flow DESIGN_CONFIG=/design/flow/config.mk WORK_HOME=/design/flow/orfs finish
--- design/flow/config.mk ---
export PLATFORM = sky130hd
export DESIGN_NAME = program_counter
export DESIGN_NICKNAME = program_counter
export VERILOG_FILES = /design/flow/design.v
export SDC_FILE = /design/flow/constraint.sdc
export NUM_CORES = 4
export LEC_CHECK = 1
export CORE_AREA = 10 10 101 101
export DIE_AREA = 0 0 111 111
--- design/flow/constraint.sdc ---
current_design program_counter

set clk_period 2.9
set clk_io_pct 0.2

create_clock -name clk0 -period $clk_period [get_ports {clk}]

set non_clock_inputs [all_inputs -no_clocks]
set_input_delay [expr $clk_period * $clk_io_pct] -clock clk0 $non_clock_inputs
set_output_delay [expr $clk_period * $clk_io_pct] -clock clk0 [all_outputs]
--- design/flow/design.v ---
`timescale 1ns / 1ps
module program_counter(count, data_in,
    load_pc, inc_pc, clk, rst);
parameter word_size = 16;
output [word_size-1:0] count;
input [word_size-1:0] data_in;
input load_pc, inc_pc, clk, rst;
reg [word_size-1:0] count;
always @(posedge clk or negedge rst)
    if(rst == 0) count <= 0;
	 else if(load_pc) count <= data_in;
	 else if(inc_pc) count <= count + 1;
endmodule
==> results.ini <==
[routing]
vias_per_cell=3.46
drt_iter0_markers=24
wl_mm=2.75
dr.pass1.iters=4
ant_nets=0
drc_errors=0
vias=823
wire_per_inst_um=11.6
diodes=0

[final_timing]
min_period_over_period=0.662
rsz0062_at_grt=no
tightestPinTransition_ns=0.732
relSlewSlack=0.511
max_freq_mhz=521
setup_ws_ns=0.981
period_needed_ns=1.92
setup_viol=0
skew_ns=0.000553
fin_tns_setup_ns=0
final_max_slew_viol_count=0
finalHoldViolCount=0

[yosys]
ys.flops=16
syn_inst=99
ys_sh_xor=0.111
ys_seq_frac=0.424
ys_sh_mux=0.0106
syn-cell-area_um2=943
simple_gate_share=0.288
ys_area_um2=943
synthDistinctLibCells=28
yosys.area_share.adder=0.0133
synth-warning-count=1
topCombFamilyByArea=simple AND/OR/NAND/NOR gates
avgSynthCellArea_um2=9.53
ys_sh_aoi=0.111
ys_cells=99

[cts]
h-tree-depth=1
clockBufferDepth=2
clk_latency_ns=0.24
ctsHoldBuffers=0
clkTransAtPathRegs_ns=0.06
cts-root-buf=clkbuf_8
post_cts_buffers=0
numCtsBuffers=3
cts.sinks=16
tritoncts=yes
cts_resized=0

[floorplanning]
ios=36
rows=33
die_area_um2=12300
die_h_um=111
die_width_um=111
core-area_um2=8130
initial_core_util=0.116

[placed_design]
place.gp.congestion=0.800
dp_hpwl_mm=2.31
pre_cts_ws_ns=0.729
numPortBuffers=35
dp_cells=235

[pwr]
p_clk_frac=0.279
p_sw_mw=0.149
p_leak_nw=0.530
p_comb_frac=0.230
vdd_drop_max_mv=0.168
seq_power_share=0.491
p_sw_frac=0.260
total_power_mw=0.572
p_int_mw=0.424
powerDensity_nw_per_um2=395

[final_layout]
largest_register=count
top_regs=count: 16 flops
drive_gt1_frac=0.0977
areaGrowthSynthToFinish_pct=53.7
fill_cells=902
final_util=0.178
largest_register_ffs=16
final_cells=238

[setup_path]
worst_ep_required_time_ns=3.03
worst_ep_arrival_time_ns=2.05
critPathCaptureType=flop
crit_type=in -> reg
crit_chain=clkdlybuf4s50_1 > nand4_4 > nor2_2 > a31oi_1 > o31a_1
critPathMaxFanout=5
start_kind=input pin
cp_slowest_cell=clkdlybuf4s50_1
slowest_delay_ns=0.62

[global_route]
grt_max_degree=20
grt_antenna_before_repair=0
grt.overflow.total=0
grt_pass1_vias=805
grt_pass1_wl_mm=4.51
gr-usage-all-layers=0.0449

[status]
status=finished, final reports clean

[flow_run]
cap_violations=0
warnings=25

[worst_hold_path]
hold_path.class=reg -> reg

==> worst paths after layout <==
kind,cells after the start,slack [ns],endpoint,from
worst max-delay path,5,0.98,count[15],inc_pc
worst min-delay path,2,0.58,count[13],count[12]
worst max register to register,4,1.34,count[14],count[0]
worst min register to register,2,0.58,count[13],count[12]
max in group asynchronous,1,1.67,count[9],rst
min in group asynchronous,1,0.77,count[13],rst
==> final cells by class <==
cell class	instances	area [um2]	share of cell area
Multi-Input combinational cell	74	504	0.348
Sequential cell	16	400	0.276
Timing Repair Buffer	36	358	0.247
Tap cell	105	131	0.0906
Clock buffer	3	41.3	0.0285
Inverter	4	15.0	0.0104
==> stage by stage <==
stage	hold WS [ns]	area (um2)
finish	0.581	1450
global route	0.627	1450
CTS	0.583	1450
detailed placement	0.572	1410
global placement	0.562	1410
floorplan	0.284	943
==> cell usage after synthesis <==
| cell type | n | share of area |
|---|---|---|
| nor2_1 | 2 | 0.0080 |
| o21ai_0 | 12 | 0.064 |
| ha_1 | 1 | 0.013 |
| a311o_1 | 1 | 0.011 |
| o31a_1 | 2 | 0.019 |
| o21ai_1 | 1 | 0.0053 |
| mux2i_1 | 1 | 0.011 |
| buf_4 | 1 | 0.0080 |
| nor4_4 | 1 | 0.023 |
| nand4_1 | 3 | 0.020 |
| dfrtp_1 | 16 | 0.42 |
| and3_1 | 1 | 0.0066 |
| nor4_2 | 1 | 0.013 |
| nand2_1 | 18 | 0.072 |
| and3_2 | 1 | 0.0080 |
| nand4_4 | 2 | 0.045 |
| and4_1 | 1 | 0.0093 |
| clkbuf_1 | 3 | 0.012 |
| nor2_2 | 1 | 0.0066 |
| nor3_1 | 2 | 0.011 |
| a31oi_1 | 2 | 0.013 |
| xnor2_1 | 7 | 0.065 |
| and4_2 | 3 | 0.032 |
| xor2_1 | 5 | 0.046 |
| buf_2 | 1 | 0.0053 |
| nand3_1 | 4 | 0.021 |
| inv_1 | 4 | 0.016 |
| nand2b_1 | 2 | 0.013 |
==> cells by family (layout without fill, tap and decap cells) <==
| logic type | count (synthesis) | in the layout |
|---|---|---|
| and+or+nand+nor | 42 | 42 |
| AOI/OAI and AO/OA | 18 | 18 |
| DFF | 16 | 16 |
| xor gates and xnor gates | 12 | 12 |
| buffers and inverters | 9 | 43 |
| adders and majority gates | 1 | 1 |
| muxes | 1 | 1 |
==> power by group through the flow <==
stage | clock, mW | sequential (mW) | combinational, mW
after CTS | 0.167 | 0.281 | 0.136
after global routing | 0.178 | 0.286 | 0.150
final | 0.160 | 0.281 | 0.131
==> routing by layer <==
layer	track usage	routed length [um]	share of wire
met1	0.0642	1360	0.50
met4	0.000868	6	0.0022
met3	0.0246	247	0.090
met2	0.0605	1130	0.41
met5	0	0	0
==> cells in the final DEF (no fill, tap or decap), types with 3 or more instances in the layout <==
cell             synthesis  routed
clkbuf_8                 0       3
inv_1                    4       4
nand4_1                  3       3
xnor2_1                  7       7
xor2_1                   5       5
dfrtp_1                 16      16
nand3_1                  4       4
clkdlybuf4s50_1          0      35
nand2_1                 18      18
o21ai_0                 12      12
and4_2                   3       3
==> worst max-delay path, delay by kind of cell <==
| family | cells | cell delay, ns |
|---|---|---|
| AOI/OAI and AO/OA | 2 | 0.41 |
| buffers and inverters | 1 | 0.62 |
| and+or+nand+nor | 2 | 0.43 |
Power figures rest on the tool's default switching activity, not on a simulated workload.
