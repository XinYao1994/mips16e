==> design/flow/design.v <==
`timescale 1ns / 1ps
module Register_define(data_out, data_in,
    load, clk, rst);
parameter word_size = 16;
output [word_size-1: 0] data_out;
input [word_size-1: 0] data_in;
input load, clk, rst;
reg [word_size-1: 0]	data_out;
always @ (posedge clk or negedge rst)
   if (rst == 0) data_out <= 0; 
	else if (load) data_out <= data_in;
endmodule
==> design/flow/run.sh <==
#!/bin/bash
# OpenROAD 26Q1-2900-gdf79404cd8, Yosys 0.63+post, stock flow scripts
make -C /OpenROAD-flow-scripts/flow DESIGN_CONFIG=/design/flow/config.mk WORK_HOME=/design/flow/orfs finish
==> design/flow/config.mk <==
export PLATFORM = sky130hd
export DESIGN_NAME = Register_define
export DESIGN_NICKNAME = Register_define
export VERILOG_FILES = /design/flow/design.v
export SDC_FILE = /design/flow/constraint.sdc
export NUM_CORES = 4
export LEC_CHECK = 1
export CORE_AREA = 10 10 76 76
export DIE_AREA = 0 0 86 86
==> design/flow/constraint.sdc <==
current_design Register_define

set clk_period 1.0
set clk_io_pct 0.2

create_clock -name clk0 -period $clk_period [get_ports {clk}]

set non_clock_inputs [all_inputs -no_clocks]
set_input_delay [expr $clk_period * $clk_io_pct] -clock clk0 $non_clock_inputs
set_output_delay [expr $clk_period * $clk_io_pct] -clock clk0 [all_outputs]
==> results.py <==
# Generated from Yosys and OpenROAD reports
metrics = {
    "run_status": {
        "status": "finished, final reports clean",
    },
    "sta": {
        "setup_tns_ps": 0,
        "skew_ps": 0,
        "hold_ws_ps": 290,
        "relSlewSlack": 0.891,
        "fmax_mhz": 1020,
        "slew_violations": 0,
        "fin_crit_sh": 0.982,
        "layout_setup_ws_ps": 17.5,
        "tightestPinTransition_ps": 163,
        "finalSetupViolations": 0,
        "final-hold-violation-count": 0,
        "post-route-min-period_ps": 982,
        "grt_setup_unrepaired": "no",
    },
    "global_routing": {
        "grt_pass1_vias": 490,
        "grt_max_degree": 17,
        "use_met1": 0.0637,
        "top_usage_layer": "met1",
        "antenna_found_initial": 0,
        "grt.total_usage": 0.0469,
        "grt_pass1_wl_mm": 2.70,
        "gr-usage-met3": 0.0381,
        "grt-ovfl-total": 0,
        "use_met2": 0.0588,
    },
    "route": {
        "viasPerCell": 3.36,
        "insertedDiodeCount": 0,
        "drtAntennaViolNets": 0,
        "drc": 0,
        "dr.pass1.iters": 2,
        "routed_wl_mm": 1.68,
        "vias": 437,
        "wl_per_cell_um": 12.9,
        "initialDrtViolationCount": 9,
    },
    "cts": {
        "cts_tree": "yes",
        "cts_root_buf": "clkbuf_8",
        "clk_latency_ps": 240,
        "cts_buffer_depth": 2,
        "clk_pin_slew_ps": 60,
        "h-tree-depth": 1,
        "numCtsBuffers": 3,
        "clock_sinks": 16,
    },
    "floorplanning": {
        "initial_utilization": 0.158,
        "die_w_um": 86,
        "dieArea_um2": 7400,
        "rows": 23,
        "coreArea_um2": 4120,
        "design.portCount": 35,
        "die_h_um": 86,
    },
    "critical_path": {
        "cp-start-kind": "register",
        "rrSetupSlack_ps": 20,
        "r2r-end": "data_out[9]$_DFFE_PN0P_",
        "r2r_start": "data_out[9]$_DFFE_PN0P_",
        "cp_max_fo": 2,
        "crit_required_ps": 1130,
        "cp-end-kind": "register",
        "worstPathArrival_ps": 1110,
        "rr_worst_depth": 3,
        "crit_type": "register to register",
    },
    "cells_and_area": {
        "top_register": "data_out",
        "largest_register_ffs": 16,
        "reg_top3": "data_out x16",
        "area_growth_pct": 72.4,
        "drive_above_1_share": 0.575,
        "final_util": 0.272,
    },
    "yosys": {
        "yosys-stat-area_um2": 649,
        "yosysWarnings": 1,
        "synthCells": 34,
        "ys_types": 5,
        "yosysCellCount": 34,
        "ys.flops": 16,
        "syn_area_um2": 649,
        "ys_seq_frac": 0.617,
        "most_common_cell": "dfrtp_1",
        "synthArstFlopShare": 1.00,
        "synth-edff-count": 0,
        "top_cells_by_count": "16 x dfrtp_1, 10 x mux2_4, 6 x mux2_2",
        "flop_cell": "dfrtp_1",
        "topCellsByArea": "dfrtp_1 62%, mux2_4 23%, mux2_2 10%",
        "synth_area_leader_cell": "dfrtp_1",
        "syn_area_per_cell_um2": 19.1,
        "top_area_frac": 0.617,
    },
    "power_and_ir_drop": {
        "pwr_density_cell_nw_per_um2": 1450,
        "p_leak_nw": 0.529,
        "peakVddDrop_v": 0.000725,
    },
    "worst_hold_path": {
        "hold_path.class": "input pin to async pin",
    },
    "placed_design": {
        "io_buffer_count": 34,
        "dp_slack_ps": -359,
        "routabilityCongestion": 0.769,
    },
    "flow_run": {
        "maxCapViolCount": 0,
        "warning_count": 25,
    },
}
-- what timing repair did --
item / 4_1_cts / 5_1_grt
endpoints found under the setup margin: 32 / 1
resized: 50 / 0
hold buffers: 0 / 0
buffers inserted: 6 / 0
gates cloned: 1 / 0
-- metal layers --
| metal | up-vias | share of wire |
|---|---|---|
| met5 | - | 0 |
| met4 | 0 | 0 |
| met3 | 0 | 0.17 |
| met2 | 30 | 0.37 |
| met1 | 197 | 0.46 |
| li1 | 210 | - |
-- cell usage in the layout, fill, tap and decap left out --
cell             instances
dfrtp_1                 16
bufbuf_16                1
clkdlybuf4s50_1         17
clkbuf_8                 4
buf_12                   2
mux2_2                   6
mux2_4                  10
buf_2                   16
buf_4                    7
dlygate4sd2_1            1
-- layout make-up --
cell class / count / area [µm²]
sequential: 16 / 400
fill: 424 / 3000
multi-input combinational: 16 / 218
tap: 50 / 62.6
timing repair buffer: 44 / 384
clock buffer: 4 / 55.1
-- per-stage QoR --
step | instance area [µm²] | total power [mW] | cells
floorplan | 649 | 0.851 | 34
finish | 1120 | 1.62 | 130
global route | 1120 | 1.72 | 130
global placement | 1080 | 1.10 | 120
detailed placement | 1080 | 1.10 | 120
CTS | 1130 | 1.67 | 131
-- worst max-delay path: stages, from the launching register on --
cell,delay (ps)
dfrtp_1,370
buf_4,130
buf_4,120
mux2_4,250
-- power breakdown --
part / total, mW / switching, mW / internal [mW]
Combinational: 0.323 / 0.0788 / 0.244
Sequential: 0.743 / 0.0300 / 0.713
Clock: 0.559 / 0.210 / 0.349
-- worst max-delay path by stage --
stage / slack, ps / cells past startpoint / end / startpoint
finish: 20 / 3 / data_out[9]$_DFFE_PN0P_ / data_out[9]$_DFFE_PN0P_
global route: 3 / 3 / data_out[9]$_DFFE_PN0P_ / data_out[9]$_DFFE_PN0P_
CTS: 10 / 3 / data_out[8]$_DFFE_PN0P_ / data_out[8]$_DFFE_PN0P_
-- cells by family (layout without fill, tap and decap cells) --
logic type / after synthesis / count (layout) / synth area share
buffers and inverters: 2 / 48 / 0.0482
DFF: 16 / 16 / 0.617
muxes: 16 / 16 / 0.335
Power and IR drop assume default switching activity.
